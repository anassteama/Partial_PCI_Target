[./constraint.sdc]
current_design slave

set clk_period 20.1
set clk_io_pct 0.2

create_clock -name clk0 -period $clk_period [get_ports {clk}]

set non_clock_inputs [all_inputs -no_clocks]
set_input_delay [expr $clk_period * $clk_io_pct] -clock clk0 $non_clock_inputs
set_output_delay [expr $clk_period * $clk_io_pct] -clock clk0 [all_outputs]
[./design.v]
module data_path(clk,rst,add1,add2,we1,we2,ad,be,oe,mode,par,par64,par_e1,par_e2,perr,perr_e1,perr_e2);
input clk,rst;
input [2:0] add1,add2;
input we1,we2;
inout [63:0]ad;
input [7:0] be;
input oe,mode;
inout par,par64,perr;
input par_e1,par_e2;
inout perr_e1,perr_e2;
wire [63:0] data;
wire [63:0] data_temp;
reg [31:0] data_par1_d1,data_par2_d1; 
reg par_e1_d1,par_e2_d1;
wire [35:0] temp_in1,temp_in2; 
reg gen_par1,gen_par2,gen_par1_d1,gen_par2_d1,gen_par1_d2,gen_par2_d2; 
reg sen_par1,sen_par2,sen_par1_d1,sen_par2_d1;
reg perr_temp;
reg perr_e1_d1,perr_e2_d1,perr_e1_d2,perr_e2_d2;
reg [31:0] reg_file [0:7];
reg [7:0] be_reg;
wire [63:0] mask;
assign temp_in1={be[3:0],ad[31:0]};
assign temp_in2={be[7:4],ad[63:32]};
always@(posedge clk)
begin
	sen_par1<=par;
	sen_par2<=par64;
end
always@(negedge clk)
begin
	sen_par1_d1<=sen_par1;
	sen_par2_d1<=sen_par2;
end
always@(posedge clk)
begin
	gen_par1<=^temp_in1;
	gen_par2<=^temp_in2;
end
always@(negedge clk)
begin
	gen_par1_d1<=gen_par1;
	gen_par2_d1<=gen_par2;
end
always@(negedge clk)
begin
	gen_par1_d2<=gen_par1_d1;
	gen_par2_d2<=gen_par2_d1;
end
always@(negedge clk)
begin
	perr_e1_d1<=perr_e1;
	perr_e2_d1<=perr_e2;
end
always@(negedge clk)
begin
	perr_e1_d2<=perr_e1_d1;
	perr_e2_d2<=perr_e2_d1;
end
always@(*)
begin
	if(perr_e2_d2)
		perr_temp=((!(gen_par1_d2^sen_par1_d1))&(!((gen_par2_d2^sen_par2_d1))));
	else if(perr_e1_d2)
		perr_temp=(!(gen_par1_d2^sen_par1_d1));
	else 	
		perr_temp=1'bz;
end
assign perr=perr_temp;
always@(negedge clk)
begin
	data_par1_d1<=data_temp[31:0];
    data_par2_d1<=data_temp[63:32];
end
always@(negedge clk)
begin
	par_e1_d1<=par_e1;
	par_e2_d1<=par_e2;
end
assign par=(par_e1_d1)?^(data_par1_d1):1'bz;
assign par64=(par_e2_d1)?^(data_par2_d1):1'bz;
assign mask[7:0]=(be[0])?0:255;
assign mask[15:8]=(be[1])?0:255;
assign mask[23:16]=(be[2])?0:255;
assign mask[31:24]=(be[3])?0:255;
assign mask[39:32]=(be[4])?0:255;
assign mask[47:40]=(be[5])?0:255;
assign mask[55:48]=(be[6])?0:255;
assign mask[63:56]=(be[7])?0:255;
assign data=(oe)?64'bz:ad;
assign ad=(oe)?data_temp:64'bz;
always@(posedge clk,negedge rst)
begin
	if(!rst)
	begin
		reg_file[0]<=0;
		reg_file[1]<=0;
		reg_file[2]<=0;
		reg_file[3]<=0;
		reg_file[4]<=0;
		reg_file[5]<=0;
		reg_file[6]<=0;
		reg_file[7]<=0;
	end	
	else if(we1&we2)
	begin
		reg_file[add1]<= data[31:0]& mask[31:0];
		reg_file[add2]<= data[63:32]& mask[63:32];
	end
	else if(we1)
		reg_file[add1]<= data[31:0]& mask[31:0];
end
assign data_temp[31:0]=reg_file[add1];
assign data_temp[63:32]=(mode)?32'bz:reg_file[add2];
endmodule
module fsm(clk,rst,ad,c_be,frame,req64,irdy,trdy,devsel,ack64,add1,add2,we1,we2,oe,mode,stop,par_e1,par_e2,perr_e1,perr_e2);
input clk,rst,frame,req64,irdy;
input [63:0] ad;
input [7:0] c_be;
output devsel,ack64,trdy;
output reg we1,we2;
output oe;
output [2:0] add1,add2;
output mode,stop;
output reg par_e1,par_e2,perr_e1,perr_e2;
localparam s0=0;
localparam s1=1;
localparam s2=2;
localparam s3=3;
localparam s4=4;
localparam s5=5;
localparam s6=6;
localparam s7=7;
localparam s8=8;
localparam range=29'h10000000;
reg mode64,stop_reg;
reg trdy_assign;
reg [3:0] state,next_state;
reg [3:0] command;
reg [31:0] address;
reg devsel_temp,ack64_temp;
reg [2:0]add1_reg,add2_reg;
reg oe_reg,irdy_reg;
reg se;
reg [1:0]counter;
assign mode=mode64;
assign oe=oe_reg;
assign devsel=(se)?devsel_temp:1'bz;
assign ack64=(se)?ack64_temp:1'bz;
assign trdy=trdy_assign;
assign add1=add1_reg;
assign add2=add2_reg;
always@(negedge clk)
begin
	perr_e1<=(state==s7|state==s8)?1:0;
	perr_e2<=((state==s7|state==s8)&!mode64)?1:0;
end
always@(negedge clk)
begin
	par_e1<=(state==s2|state==s3|state==s5|state==s6)?1:0;
	par_e2<=((state==s2|state==s3|state==s5|state==s6)&!mode64)?1:0;
end
always@(posedge clk)
irdy_reg<=irdy;
always@(negedge clk)
begin
	if (state==s2|state==s7)
	begin
		add1_reg<=address[2:0];
		add2_reg<=address[2:0]+1;
		counter<=0;
	end
	else if (((state==s3)|(state==s5)|(state==s8))&(!irdy_reg)&(!trdy_assign)&(!mode64))
	begin
		add1_reg<=add1_reg+2;
		add2_reg<=add2_reg+2;
		counter<=counter+2;
	end
	else if (((state==s3)|(state==s5)|(state==s8))&(!irdy_reg)&(!trdy_assign)&(mode64))
	begin
		add1_reg<=add1_reg+1;
		add2_reg<=add2_reg+1;
		counter<=counter+1;
	end
end
always@(negedge clk)
begin
if(state==s2|state==s3|state==s5|state==s6)
	oe_reg<=1;
else 
	oe_reg<=0;
end
always@(negedge clk)
begin
if(state==s2|state==s3|state==s4|state==s5|state==s6|state==s7|state==s8)
	se<=1;
else 
	se<=0;
end
always@(negedge clk)
begin
	if (state==s2|state==s3|state==s5|state==s6|state==s7|state==s8)
		devsel_temp<=0;
	else 
		devsel_temp<=1;
end
always@(negedge clk)
begin
	if ((state==s2|state==s3|state==s5|state==s6|state==s7|state==s8)&!mode64)
		ack64_temp<=0;
	else 
		ack64_temp<=1;
end
always@(posedge clk)
begin
if (!frame&&state==s0)
begin
	address<=ad[31:0];
	command<=c_be[3:0];
end
end
always@(*)
begin 
	if((state==s7|state==s8)&(!irdy_reg)&(!trdy_assign))
		we1=1;
	else
		we1=0;
end
always@(*)
begin 
	if((state==s7|state==s8)&(!irdy_reg)&(!trdy_assign)&!mode)
		we2=1;
	else
		we2=0;
end
always@(posedge clk)
begin
	if(state==s0)
		mode64<=req64;
	else if(state==s4)
		mode64<=1;
end
always@(posedge clk,negedge rst)
begin
if (!rst)
	state<=s0;
else 
	state<=next_state;
end
always@(negedge clk)
begin 
	if(state==s6)
		stop_reg<=0;
	else
		stop_reg<=1;
end
assign stop=stop_reg;
always@(*)
begin
case (state)
s0:
	begin
	if (frame==0)
		next_state=s1;
	else
		next_state=s0;
	end
s1:
	begin
	if ((address[31:3]==range)&&((command==4'b0110)||(command==4'b1100)||(command==4'b1110)))
		next_state=s2;
	else if ((address[31:3]==range)&&(command==4'b0111))
		next_state=s7;
	else
		next_state=s0;
	end
s2:
	begin
	if ((!trdy_assign)&&(!irdy_reg)&&(command==4'b0110)&&frame)
		next_state=s4;
	else if ((!trdy_assign)&&(!irdy_reg)&&(command==4'b0110)&&!frame)
		next_state=s6;
	else if ((!trdy_assign)&&(!irdy_reg)&&(command==4'b1100))
		next_state=s3;
	else if ((!trdy_assign)&&(!irdy_reg)&&(command==4'b1110))
		next_state=s5;
	else
		next_state=s2;
	end
s3:
	begin
	if (frame)
		next_state=s4;
	else
		next_state=s3;
	end
s4:
	begin
	next_state=s0;
	end
s5:
	begin
	if (frame)
		next_state=s4;
	else if((mode64)&&(counter==3)&&frame)
		next_state=s4;
	else if((mode64)&&(counter==3)&&!frame)
		next_state=s6;
	else if((!mode64)&&(counter==2)&&frame)
		next_state=s4;
	else if((!mode64)&&(counter==2)&&!frame)
		next_state=s6;
	else
		next_state=s5;
	end
s6: 
	begin
	if (frame)
		next_state=s4;
 	else 
		next_state=s6;
	end
s7:
	begin
	if(frame&(!irdy_reg)&(!trdy_assign))
		next_state=s4;
	else
		next_state=s8;
	end
s8:
	begin
	if(frame&(!irdy_reg)&(!trdy_assign))
		next_state=s4;
	else
		next_state=s8;
	end
default:
	begin
	next_state=s0;
	end
endcase
end
endmodule
module slave(clk,rst,ad,c_be,frame,req64,irdy,trdy,devsel,ack64,stop,par,par64,perr);
input clk,rst;
inout frame,req64,irdy;
inout [63:0]ad;
inout [7:0] c_be;
inout trdy,devsel,ack64,stop;
inout par,par64;
inout perr;
wire [2:0]add1,add2;
wire we1,we,oe,mode,par_e1,par_e2;
wire perr_e1,perr_e2;
data_path slave_data_path(clk,rst,add1,add2,we1,we2,ad,c_be,oe,mode,par,par64,par_e1,par_e2,perr,perr_e1,perr_e2);
fsm slave_fsm(clk,rst,ad,c_be,frame,req64,irdy,trdy,devsel,ack64,add1,add2,we1,we2,oe,mode,stop,par_e1,par_e2,perr_e1,perr_e2);
endmodule 
[./run.sh]
#!/bin/bash
# OpenROAD 26Q1-2900-gdf79404cd8, Yosys 0.63+post, stock flow scripts
make -C /OpenROAD-flow-scripts/flow DESIGN_CONFIG=/design/flow/config.mk WORK_HOME=/design/flow/orfs finish
[./config.mk]
export PLATFORM = sky130hd
export DESIGN_NAME = slave
export DESIGN_NICKNAME = slave
export VERILOG_FILES = /design/flow/design.v
export SDC_FILE = /design/flow/constraint.sdc
export NUM_CORES = 4
export LEC_CHECK = 1
export CORE_UTILIZATION = 50
==> impl_metrics.ini <==
; flow metrics
[yosys]
ys.flop_type = dfrtp_1
ys_chip_area_um2 = 20500
ys_warn_count = 12
synth_top_cell_by_area = dfrtp_1
synth-edff-count = 43
synthCells = 2190
avgSynthCellArea_um2 = 9.35
async_flop_share_pct = 67.8
ys_types = 52
synthTopCellsByArea = dfrtp_1 32%, dfxtp_1 8.1%, o22ai_1 7.8%
netlist_area_um2 = 20500
ys_ff = 391
top_cell_area_share_pct = 32.3
ys_cells = 2190
postSynthSeqShare_pct = 46.8

[run_status]
lastStage = clock tree synthesis
status = stopped before the end
error = [error] [KeplerFormal.cpp:679] Workflow failed: Iso has multiple drivers: .ad49, _2160_.Y0

[die]
io_pins = 84
die_x_um = 204
die_y_um = 204
num_rows = 73
fp_util_pct = 51.1

[clock_network]
cts_buffer_depth = 3
root_buffer = clkbuf_16
hold_buffers = 0
cts.sinks = 391
cts_resized = 0
numCtsBuffers = 44
cts_max_level = 2
post_cts_buffers = 0

[place]
dpl.cell_count = 2549
dp_hpwl_mm = 42.6
gp_congestion = 0.939
port_buffers = 1
place_ws_ns = 2.42

[timing]
untimed_endpoints = 12
==> Yosys cell counts (all sizes together) (2+ instances only) <==
cell and number:
xnor3 2, mux2 121, or2 4, edfxtp 43, nand2 118, a21oi 273, nor2 292, xor2 18
a221oi 31, a41oi 31, dfxtp 83, inv 18, o21ai 11, dfrtp 264, o22ai 257, buf 31
and2 2, nor3 45, a22o 33, a222oi 34, nor4 5, nand4 2, xnor2 116, clkbuf 208
nand3 11, a221o 3, nor2b 66, nand2b 3, ha 16, a31oi 34, or4 2
==> through the flow <==
step	instance area, µm²	hold slack [ns]	power (µW)	utilization [%]
2_1_floorplan	20500	0.310	2010	-
3_3_place_gp	20900	0.312	2370	52.1
3_5_place_dp	20900	0.312	2390	52.1
==> kinds of logic after synthesis <==
family | after synthesis | synth area share (%)
adder cells (fa/ha/maj) | 16 | 0.977
multiplexers | 122 | 6.70
AND/OR/NAND/NOR | 554 | 11.7
buffers and inverters | 257 | 4.95
XOR/XNOR | 136 | 5.95
flip-flops | 391 | 46.8
AND-OR/OR-AND | 714 | 22.9
No activity file was given, so power comes from the tool's default toggle rates.
